==> design/flow/run.sh <==
#!/bin/bash
# OpenROAD 26Q1-2900-gdf79404cd8, Yosys 0.63+post, stock flow scripts
make -C /OpenROAD-flow-scripts/flow DESIGN_CONFIG=/design/flow/config.mk WORK_HOME=/design/flow/orfs finish
==> design/flow/config.mk <==
export PLATFORM = sky130hd
export DESIGN_NAME = morse_display
export DESIGN_NICKNAME = morse_display
export VERILOG_FILES = /design/flow/design.v
export SDC_FILE = /design/flow/constraint.sdc
export NUM_CORES = 4
export LEC_CHECK = 1
export CORE_UTILIZATION = 50
export SYNTH_HDL_FRONTEND = slang
export SYNTH_MEMORY_MAX_BITS = 65536
==> design/flow/constraint.sdc <==
current_design morse_display

set clk_period 2.8
set clk_io_pct 0.2

create_clock -name clk0 -period $clk_period [get_ports {clk}]

set non_clock_inputs [all_inputs -no_clocks]
set_input_delay [expr $clk_period * $clk_io_pct] -clock clk0 $non_clock_inputs
set_output_delay [expr $clk_period * $clk_io_pct] -clock clk0 [all_outputs]
==> design/flow/design.v <==
module morse_display(
    input wire clk,                     
    input wire reset,                   
    input wire [7:0] ascii_char,        
    input wire char_valid,              
    output reg [6:0] HEX0,              
    output reg [6:0] HEX1,              
    output reg [6:0] HEX2,              
    output reg [6:0] HEX3,              
    output reg [6:0] HEX4,              
    output reg [6:0] HEX5               
);
reg [7:0] display_buffer [0:5];
reg [2:0] buffer_index;
function [6:0] ascii_to_7seg;
    input [7:0] ascii;
    begin
        case (ascii)
            "0": ascii_to_7seg = 7'b1000000;
            "1": ascii_to_7seg = 7'b1111001;
            "2": ascii_to_7seg = 7'b0100100;
            "3": ascii_to_7seg = 7'b0110000;
            "4": ascii_to_7seg = 7'b0011001;
            "5": ascii_to_7seg = 7'b0010010;
            "6": ascii_to_7seg = 7'b0000010;
            "7": ascii_to_7seg = 7'b1111000;
            "8": ascii_to_7seg = 7'b0000000;
            "9": ascii_to_7seg = 7'b0010000;
            "A", "a": ascii_to_7seg = 7'b0001000;
            "B", "b": ascii_to_7seg = 7'b0000011;
            "C", "c": ascii_to_7seg = 7'b1000110;
            "D", "d": ascii_to_7seg = 7'b0100001;
            "E", "e": ascii_to_7seg = 7'b0000110;
            "F", "f": ascii_to_7seg = 7'b0001110;
            "G", "g": ascii_to_7seg = 7'b1000010;
            "H", "h": ascii_to_7seg = 7'b0001011;
            "I", "i": ascii_to_7seg = 7'b1001111;
            "J", "j": ascii_to_7seg = 7'b1100001;
            "K", "k": ascii_to_7seg = 7'b0001010;
            "L", "l": ascii_to_7seg = 7'b1000111;
            "M", "m": ascii_to_7seg = 7'b0101010;
            "N", "n": ascii_to_7seg = 7'b0101011;
            "O", "o": ascii_to_7seg = 7'b0100011;
            "P", "p": ascii_to_7seg = 7'b0001100;
            "Q", "q": ascii_to_7seg = 7'b0011000;
            "R", "r": ascii_to_7seg = 7'b0101111;
            "S", "s": ascii_to_7seg = 7'b0010010;
            "T", "t": ascii_to_7seg = 7'b0000111;
            "U", "u": ascii_to_7seg = 7'b1000001;
            "V", "v": ascii_to_7seg = 7'b1001001;
            "W", "w": ascii_to_7seg = 7'b1010101;
            "X", "x": ascii_to_7seg = 7'b0001001;
            "Y", "y": ascii_to_7seg = 7'b0010001;
            "Z", "z": ascii_to_7seg = 7'b0100100;
            " ": ascii_to_7seg = 7'b1111111;   
            "?": ascii_to_7seg = 7'b1010010;   
            "!": ascii_to_7seg = 7'b1110001;   
            "-": ascii_to_7seg = 7'b1111110;   
            ".": ascii_to_7seg = 7'b1101110;   
            default: ascii_to_7seg = 7'b0111111;   
        endcase
    end
endfunction
initial begin
    buffer_index = 0;
    HEX0 = 7'b1111111;
    HEX1 = 7'b1111111;
    HEX2 = 7'b1111111;
    HEX3 = 7'b1111111;
    HEX4 = 7'b1111111;
    HEX5 = 7'b1111111;
    display_buffer[0] = " ";
    display_buffer[1] = " ";
    display_buffer[2] = " ";
    display_buffer[3] = " ";
    display_buffer[4] = " ";
    display_buffer[5] = " ";
end
always @(posedge clk or posedge reset) begin
    if (reset) begin
        buffer_index <= 0;
        display_buffer[0] <= " ";
        display_buffer[1] <= " ";
        display_buffer[2] <= " ";
        display_buffer[3] <= " ";
        display_buffer[4] <= " ";
        display_buffer[5] <= " ";
        HEX0 <= 7'b1111111;
        HEX1 <= 7'b1111111;
        HEX2 <= 7'b1111111;
        HEX3 <= 7'b1111111;
        HEX4 <= 7'b1111111;
        HEX5 <= 7'b1111111;
    end else begin
        if (char_valid) begin
            display_buffer[buffer_index] <= ascii_char;
            if (buffer_index == 3'd5)
                buffer_index <= 0;
            else
                buffer_index <= buffer_index + 1;
        end
        HEX0 <= ascii_to_7seg(display_buffer[0]);
        HEX1 <= ascii_to_7seg(display_buffer[1]);
        HEX2 <= ascii_to_7seg(display_buffer[2]);
        HEX3 <= ascii_to_7seg(display_buffer[3]);
        HEX4 <= ascii_to_7seg(display_buffer[4]);
        HEX5 <= ascii_to_7seg(display_buffer[5]);
    end
end
endmodule
==> reports/qor.yml <==
cells_and_area:
  layout-drive-gt1-share_pct: 16.2
  syn2layout_area_growth_pct: 11.5
  fin_util_pct: 56.9
place:
  numPortBuffers: 52
  gp_congestion: 0.969
  dp_hpwl_um: 12300
timing:
  max_slew.worst_pin.slew_ps: 839
  grt_setup_unrepaired: "no"
  hold_viol_final: 0
  setup_violations: 0
  period_needed_ps: 2250
  max_freq_ghz: 0.444
  fin_skew_ps: 7.08
  tns_ps: 0
  timing.final.crit_share_pct: 80.4
  final_max_slew_viol_count: 0
  slew_headroom_pct: 44.1
global_routing:
  grt_max_degree: 94
  grt_pass1_wl_um: 29400
  grt_antenna_before_repair: 0
  grt_usage_pct: 25.0
  grt_pass1_vias: 5573
  grt_overflow: 0
cts:
  cts_resized: 0
  cts.sinks: 93
  clk_pin_slew_worst_paths_ps: 60
  ctsHoldBuffers: 0
  clk_path_buf_depth: 2
  cts_max_level: 3
  cts_setup_buffers: 0
  clk_latency_ps: 340
  root_buffer: "clkbuf_16"
  cts_tree: "yes"
  cts_buffers: 9
synth:
  async_flop_share_pct: 100
  ys_warn_count: 0
  syn_area_sq_um: 7420
  ys_cells: 832
  synthTopCellsByArea: "dfstp_2 (17%), dfrtp_1 (15%), ha_1 (8.1%)"
  yosysTopAreaCell: "dfstp_2"
  yosys_area_sq_um: 7420
  most_common_cell: "nand2_1"
  ys_seq_share_pct: 32.2
  synth_flops: 93
  syn_area_per_cell_sq_um: 8.92
  synthFlopType: "dfstp_2"
  synth.distinct_cells: 80
  synthTopCellsByCount: "nand2_1 (80), o21ai_0 (79), a21oi_1 (53)"
  synth.top_cell.area_share_pct: 17.0
  enable_flop_cells: 0
  syn_inst: 832
drt:
  viasPerCell: 6.19
  post_drt_wl_per_cell_um: 17.4
  drtIter0Drc: 668
  num_vias: 6414
  final_antenna_net_count: 0
  routed_wl_um: 18100
  drc: 0
  drt-pass1-iter-count: 5
  antennaDiodeCount: 0
setup_path:
  critPathCaptureType: "register"
  start_kind: "register"
  crit_chain: "inv_1 -> ha_1 -> nand2b_1 -> a21boi_0 -> a311o_1 -> a211oi_1"
  slowest_stage: "dfrtp_1"
  crit_family: "AND-OR/OR-AND gates"
  cp.required_ps: 3040
  critPathMaxFanout: 14
  cpPeakStageDelay_ps: 630
  cp_num_buf_inv: 1
  worstPathArrival_ps: 2490
  path_class: "reg2reg"
pwr:
  powerDensity_nw_per_um2: 1300
  leakagePower_nw: 3.25
  peakVddDrop_v: 0.000595
floorplan:
  ios: 53
  die_h_um: 124
  design.core.area_sq_um: 14500
  row_count: 44
  dieArea_sq_um: 15300
  initCoreUtil_pct: 51.1
  die-width_um: 124
run_status:
  status: "finished, final reports clean"
hold_path:
  hold_class: "reg2reg"
run:
  drv_cap: 0
  warnings: 67
[worst paths after layout]
path                            slack, ps  depth (start not counted)               start                 end
worst max-delay path                  550                          6   display_buffer[1]             HEX5[2]
worst max register to register        550                          6   display_buffer[1]             HEX5[2]
max in group asynchronous            1710                          3               reset             HEX5[6]
min in group asynchronous             700                          3               reset  display_buffer[31]
worst min-delay path                  510                          1  display_buffer[47]             HEX0[6]
worst min register to register        510                          1  display_buffer[47]             HEX0[6]
[area by class of cell]
| type | instances | area (sq um) |
|---|---|---|
| clock buffers | 10 | 229 |
| clock inverters | 6 | 111 |
| fillers | 1261 | 6260 |
| inverters | 42 | 161 |
| multi-input cells | 635 | 4510 |
| flip-flops and latches | 93 | 2390 |
| well taps | 184 | 230 |
| repair buffers | 67 | 646 |
[routing by layer]
| layer | GRT usage (%) | vias to the layer above | wire [um] |
|---|---|---|---|
| met5 | 0 | - | 0 |
| met4 | 2.79 | 0 | 185 |
| met3 | 4.25 | 20 | 1260 |
| met2 | 35.1 | 248 | 7890 |
| met1 | 42.1 | 3047 | 8720 |
| li1 | - | 3099 | - |
[cell families (layout without fill, tap and decap cells)]
group                    Yosys count  after routing  share of synthesized area (%)
AND-OR/OR-AND                    288            288                           25.9
AND/OR/NAND/NOR                  234            234                           16.8
buffers and inverters            104            125                           7.06
flip-flops                        93             93                           32.2
multiplexers                      61             61                           9.47
adder cells (fa/ha/maj)           48             48                           8.09
XOR/XNOR                           4              4                          0.472
[through the flow]
step                setup WS, ps  total power [mW]  instances  instance area (sq um)  hold slack, ps
finish                       548              10.7       1037                   8280             514
CTS                          566              10.7       1037                   8280             511
global placement             634              9.20       1021                   7940             500
detailed placement           585              9.21       1021                   7940             504
floorplan                    739              7.74        832                   7430             441
global route                 421              11.6       1037                   8280             526
[flip-flops by register name, indices dropped and copies added, names as in the netlist]
name	count
HEX0	7
HEX1	7
HEX2	7
HEX3	7
HEX4	7
HEX5	7
buffer_index	3
display_buffer	48
[power breakdown]
group          internal (mW)  leakage (nW)  switching [mW]
logic                   2.84          2.04            3.12
registers               2.09          1.05            1.29
clock network          0.872         0.163           0.502
total                   5.80          3.25            4.92
[placed cells by master, fill, tap and decap left out, types with 9 or more instances in the layout]
cell and count:
a31oi_1 17, mux2_2 34, nor2b_1 22, nor3_1 11, ha_1 48, buf_4 14, dfstp_2 48, a311oi_1 9
clkbuf_16 9, a211oi_1 12, nor3b_1 10, mux2i_1 23, nand2_1 80, o21ai_0 79, nor2_1 40, o211ai_1 13
clkdlybuf4s50_1 52, a21oi_1 53, nand2b_1 25, inv_1 38, dfrtp_1 45
Power and IR drop assume default switching activity.
